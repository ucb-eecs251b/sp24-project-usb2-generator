==> design/flow/design.v <==
module clock_gen_x5(
    input clock,
    input reset,
    output [4:0] clock_x5
);
reg [3:0] counter;
always @(posedge clock) begin
    if(reset) begin
        counter <= 4'd10;
        clock_x5 <= 5'b0;
    end
    else begin
        counter <= (counter == 4'd0) ? 4'd9: counter - 1;
        clock_x5[0] <= (counter == 4'd9) ? ~clock_x5[0]: clock_x5[0];
        clock_x5[4] <= (counter == 4'd7) ? ~clock_x5[4]: clock_x5[4];
        clock_x5[3] <= (counter == 4'd5) ? ~clock_x5[3]: clock_x5[3];
        clock_x5[2] <= (counter == 4'd3) ? ~clock_x5[2]: clock_x5[2];
        clock_x5[1] <= (counter == 4'd1) ? ~clock_x5[1]: clock_x5[1];
    end
end
endmodule
==> design/flow/run.sh <==
#!/bin/bash
# OpenROAD 26Q1-2900-gdf79404cd8, Yosys 0.63+post, stock flow scripts
make -C /OpenROAD-flow-scripts/flow DESIGN_CONFIG=/design/flow/config.mk WORK_HOME=/design/flow/orfs finish
==> design/flow/config.mk <==
export PLATFORM = sky130hd
export DESIGN_NAME = clock_gen_x5
export DESIGN_NICKNAME = clock_gen_x5
export VERILOG_FILES = /design/flow/design.v
export SDC_FILE = /design/flow/constraint.sdc
export NUM_CORES = 4
export LEC_CHECK = 1
export CORE_AREA = 10 10 70 70
export DIE_AREA = 0 0 80 80
==> design/flow/constraint.sdc <==
current_design clock_gen_x5

set clk_period 2.3
set clk_io_pct 0.2

create_clock -name clk0 -period $clk_period [get_ports {clock}]

set non_clock_inputs [all_inputs -no_clocks]
set_input_delay [expr $clk_period * $clk_io_pct] -clock clk0 $non_clock_inputs
set_output_delay [expr $clk_period * $clk_io_pct] -clock clk0 [all_outputs]
==> impl_results.html <==
<!-- implementation run metrics -->
<table>
<tr><th>Metric</th><th>Value</th></tr>
<tr><th colspan="2">Min path</th></tr>
<tr><td>Kind of path behind the tightest hold check</td><td>flop to flop</td></tr>
<tr><td>Hold path cells</td><td>2</td></tr>
<tr><td>Hold-critical path endpoint</td><td>clock_x5[0]</td></tr>
<tr><td>Worst Min Path Start</td><td>clock_x5[0]</td></tr>
<tr><th colspan="2">CTS</th></tr>
<tr><td>CTS Root Cell</td><td>clkbuf_4</td></tr>
<tr><td>Maximum level of the CTS H-tree</td><td>1</td></tr>
<tr><td>Clock edge transition at the registers on the reported setup and hold paths</td><td>approximately 0.060 ns</td></tr>
<tr><td>Setup Buffers After CTS</td><td>0</td></tr>
<tr><td>Post-CTS Hold Fix Bufs</td><td>0</td></tr>
<tr><td>Number of buffers inserted during clock tree synthesis</td><td>3</td></tr>
<tr><td>Clk Latency, worst-skew pair</td><td>around 0.25 ns</td></tr>
<tr><td>Cells resized by post-CTS repair</td><td>0</td></tr>
<tr><td>CTS tree</td><td>done</td></tr>
<tr><td>Clock tree buffer depth</td><td>2</td></tr>
<tr><td>Clock net sink count</td><td>9</td></tr>
<tr><th colspan="2">Power</th></tr>
<tr><td>Max rail drop VDD</td><td>between 0.3 and 0.4 mV</td></tr>
<tr><td>Total leakage power</td><td>0.193 nW</td></tr>
<tr><td>Power density of the placed cells</td><td>slightly above 600 nW/µm²</td></tr>
<tr><th colspan="2">Finish</th></tr>
<tr><td>Cell Count, Final, Fillers Out</td><td>95</td></tr>
<tr><td>Proportion of layout cells with a drive suffix above 1</td><td>about a quarter</td></tr>
<tr><td>Utilization after layout</td><td>16.0%</td></tr>
<tr><td>Layout Cell Area excl Fill</td><td>548 µm²</td></tr>
<tr><td>Filler Cell Count</td><td>~400</td></tr>
<tr><td>Comb area</td><td>roughly 220 µm²</td></tr>
<tr><td>Layout area overhead</td><td>24.8%</td></tr>
<tr><td>Sequential standard cell area</td><td>between 150 and 200 µm²</td></tr>
<tr><th colspan="2">Synth</th></tr>
<tr><td>#FFs+latches synth</td><td>9</td></tr>
<tr><td>Portion of the post-synthesis area used by sequential elements</td><td>roughly two fifths</td></tr>
<tr><td>Synth Warn #</td><td>7</td></tr>
<tr><td>Total cells reported by yosys after synthesis</td><td>43</td></tr>
<tr><td>Cells after synthesis</td><td>approximately 43</td></tr>
<tr><td>Syn Std Cell Area</td><td>439 µm²</td></tr>
<tr><td>Avg Inst Size Synth</td><td>around 10 µm²</td></tr>
<tr><td>Summed standard-cell area reported by yosys</td><td>roughly 440 µm²</td></tr>
<tr><td>Count of unique library cells instantiated by Yosys</td><td>17</td></tr>
<tr><th colspan="2">Timing</th></tr>
<tr><td>Relative slew slack</td><td>~70%</td></tr>
<tr><td>Shortest clock period the worst path allows after layout</td><td>1.55 ns</td></tr>
<tr><td>Share of the clock period used by the worst path after layout</td><td>approximately two thirds</td></tr>
<tr><td>Hold slack</td><td>about 0.56 ns</td></tr>
<tr><td>Fin Setup TNS</td><td>0 ns</td></tr>
<tr><td>Maximum clock rate</td><td>roughly 650 MHz</td></tr>
<tr><td>Unrepaired setup endpoints after global routing</td><td>no</td></tr>
<tr><td>Actual slew at the worst max-slew pin</td><td>about 0.45 ns</td></tr>
<tr><td>Final number of max-transition violations</td><td>0</td></tr>
<tr><td>Clk_skew</td><td>~0.00093 ns</td></tr>
<tr><td>Final Setup Violations</td><td>0</td></tr>
<tr><td>Fin. Hold Viols</td><td>0</td></tr>
<tr><th colspan="2">Drt</th></tr>
<tr><td>Count of vias placed by the detailed router</td><td>approximately 310</td></tr>
<tr><td>Drt via density</td><td>around 3.3</td></tr>
<tr><td>ANT nets after route</td><td>0</td></tr>
<tr><td>Total DRC errors in the routed layout</td><td>0</td></tr>
<tr><td>Detailed-route wire length</td><td>roughly 800 µm</td></tr>
<tr><td>Number of DRC violations after detailed-routing iteration 0</td><td>9</td></tr>
<tr><td>Drt wl/cell</td><td>between 8 and 9 µm</td></tr>
<tr><td>Diode insertion count for antenna repair</td><td>0</td></tr>
<tr><td>Number of iterations in the first detailed-routing pass</td><td>2</td></tr>
<tr><th colspan="2">Critical path</th></tr>
<tr><td>Critical R2R Capture</td><td>clock_x5[1]</td></tr>
<tr><td>Worst path cell trace</td><td>clkdlybuf4s50_1</td></tr>
<tr><td>Cell with the largest stage delay on the worst path</td><td>clkdlybuf4s50_1</td></tr>
<tr><td>Crit path DRT</td><td>~1.8 ns</td></tr>
<tr><td>Reg-to-reg setup timing slack</td><td>1.00 ns</td></tr>
<tr><td>Buffer and inverter count on the worst path</td><td>1</td></tr>
<tr><td>Critical path launch point type</td><td>flop</td></tr>
<tr><td>Worst path arrival time</td><td>around 1.1 ns</td></tr>
<tr><td>Max Fanout on Critical Path</td><td>3</td></tr>
<tr><td>Start-to-end type of the worst setup path</td><td>flop to output port</td></tr>
<tr><td>Largest delay contributor family on the critical path</td><td>buffers and inverters</td></tr>
<tr><td>Critical path capture point type</td><td>output port</td></tr>
<tr><td>Critical register-to-register path startpoint</td><td>counter[0]</td></tr>
<tr><td>Cell depth of the worst flop-to-flop path</td><td>2</td></tr>
<tr><td>CP peak stage delay</td><td>0.49 ns</td></tr>
<tr><td>Count of cell instances traversed by the critical path</td><td>1</td></tr>
<tr><th colspan="2">Global route</th></tr>
<tr><td>Via count of the first global-routing pass</td><td>between 200 and 300</td></tr>
<tr><td>Number of antenna violations at the first check in global routing</td><td>0</td></tr>
<tr><td>Total global routing overflow</td><td>0</td></tr>
<tr><td>Wire length of the first global-routing pass</td><td>~1.3 mm</td></tr>
<tr><td>Largest net degree at the start of global routing</td><td>15</td></tr>
<tr><td>Total Routing Usage GR</td><td>2.47%</td></tr>
<tr><th colspan="2">Die</th></tr>
<tr><td>Core Density at Floorplan</td><td>12.9%</td></tr>
<tr><td>Rows</td><td>21</td></tr>
<tr><td>Die area</td><td>6400 µm²</td></tr>
<tr><td>Horizontal extent of the die</td><td>approximately 80 µm</td></tr>
<tr><td>CORE AREA</td><td>roughly 3400 µm²</td></tr>
<tr><td>Die Y</td><td>80 µm</td></tr>
<tr><td>Ports</td><td>7</td></tr>
<tr><th colspan="2">Flow run</th></tr>
<tr><td>Total of max-cap violations</td><td>0</td></tr>
<tr><td>Number of warnings the tools reported</td><td>25</td></tr>
<tr><th colspan="2">Place</th></tr>
<tr><td>Global placement routability congestion</td><td>approximately 0.66</td></tr>
<tr><td>Count of input and output buffers</td><td>6</td></tr>
<tr><td>Number of placed cells counting well taps</td><td>91</td></tr>
<tr><td>Instance area after placement</td><td>about 520 µm²</td></tr>
<tr><th colspan="2">Run status</th></tr>
<tr><td>Status</td><td>finished clean</td></tr>
</table>
[stage by stage]
step                worst slack (ns)  power (mW)
finish                         0.754       0.331
global route                   0.682       0.356
global placement               0.639       0.215
CTS                            0.724       0.338
floorplan                       1.12       0.212
detailed placement             0.582       0.217
[layer usage]
metal | GRT usage (%) | share of wire [%]
met1 | 2.76 | 45
met2 | 3.77 | 45
met3 | 1.82 | 9.6
met4 | 0.352 | 0
met5 | 0 | 0
[cells in the mapped netlist]
| library cell | number | area share, % |
|---|---|---|
| and4bb_2 | 3 | 8.5 |
| or4b_1 | 1 | 2.3 |
| nor4_1 | 1 | 1.4 |
| dfxtp_1 | 9 | 41 |
| buf_2 | 1 | 1.1 |
| o31a_2 | 1 | 2.3 |
| buf_4 | 1 | 1.7 |
| nand4b_1 | 1 | 2.0 |
| mux2_2 | 5 | 13 |
| nor2_1 | 7 | 6.0 |
| o21ai_0 | 1 | 1.1 |
| o31ai_1 | 1 | 1.7 |
| nor4b_1 | 1 | 2.0 |
| or3_1 | 1 | 1.4 |
| nor2b_1 | 5 | 7.1 |
| buf_6 | 2 | 5.1 |
| a21oi_1 | 2 | 2.3 |
[how the worst max path moves through the flow]
| stage | start | end | slack, ns |
|---|---|---|---|
| after CTS | clock_x5[0] | clock_x5[0] | 0.72 |
| after global routing | clock_x5[4] | clock_x5[4] | 0.68 |
| final | clock_x5[4] | clock_x5[4] | 0.75 |
[state kept, by name, summed over array words and instances (netlist names)]
name / count
counter: 4
clock_x5: 5
[final cells by class]
type                            instances  area share [%]
Clock buffer                            4            4.79
Multi-Input combinational cell         30            40.9
Sequential cell                         9            32.9
Tap cell                               46            10.5
Timing Repair Buffer                    6            11.0
[where the power goes]
group / internal (mW) / total, mW / switching [mW]
clock network: 0.0666 / 0.118 / 0.0512
logic: 0.0214 / 0.0312 / 0.00975
registers: 0.165 / 0.182 / 0.0170
[logic make-up (layout without fill, tap and decap cells)]
family	after synthesis	after routing	synth area share, %
AOI/OAI and AO/OA	5	5	7.41
muxes	5	5	12.8
DFF	9	9	41.0
and+or+nand+nor	20	20	30.8
buffers and inverters	4	10	7.98
[placed cells by master (no fill, tap or decap)]
master / Yosys / final
clkdlybuf4s50_1: 0 / 6
clkbuf_1: 0 / 1
and4bb_2: 3 / 3
nor2_1: 7 / 7
o21ai_0: 1 / 1
o31ai_1: 1 / 1
a21oi_1: 2 / 2
nor4_1: 1 / 1
or3_1: 1 / 1
or4b_1: 1 / 1
clkbuf_4: 0 / 3
mux2_2: 5 / 5
nor2b_1: 5 / 5
dfxtp_1: 9 / 9
nor4b_1: 1 / 1
nand4b_1: 1 / 1
o31a_2: 1 / 1
No activity file was given, so power comes from the tool's default toggle rates.
