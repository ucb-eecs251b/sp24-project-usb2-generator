**flow/config.mk**
```make
export PLATFORM = sky130hd
export DESIGN_NAME = clock_gen_x10
export DESIGN_NICKNAME = clock_gen_x10
export VERILOG_FILES = /design/flow/design.v
export SDC_FILE = /design/flow/constraint.sdc
export NUM_CORES = 4
export LEC_CHECK = 1
export CORE_AREA = 10 10 71 71
export DIE_AREA = 0 0 81 81
```
**flow/constraint.sdc**
```tcl
current_design clock_gen_x10

set clk_period 2.0
set clk_io_pct 0.2

create_clock -name clk0 -period $clk_period [get_ports {clock}]

set non_clock_inputs [all_inputs -no_clocks]
set_input_delay [expr $clk_period * $clk_io_pct] -clock clk0 $non_clock_inputs
set_output_delay [expr $clk_period * $clk_io_pct] -clock clk0 [all_outputs]
```
**flow/design.v**
```verilog
module clock_gen_x10(
    input clock,
    input reset,
    output reg [9:0] clock_x10   
);
reg [4:0] counter;
always @(posedge clock) begin
    if (reset) begin
        counter <= 5'd19;   
        clock_x10 <= 10'b0000000000;   
    end
    else begin
        counter <= (counter == 5'd0) ? 5'd19 : counter - 1;
        clock_x10[0] <= (counter == 5'd15 || (counter == 5'd5 & clock_x10[0] == 1'b1)) ? ~clock_x10[0] : clock_x10[0];   
        clock_x10[1] <= (counter == 5'd13 || (counter == 5'd3 & clock_x10[1] == 1'b1)) ? ~clock_x10[1] : clock_x10[1];   
        clock_x10[2] <= (counter == 5'd11 || (counter == 5'd1 & clock_x10[2] == 1'b1)) ? ~clock_x10[2] : clock_x10[2];   
        clock_x10[3] <= (counter == 5'd9 || (counter == 5'd19 & clock_x10[3] == 1'b1)) ? ~clock_x10[3] : clock_x10[3];   
        clock_x10[4] <= (counter == 5'd7 || (counter == 5'd17 & clock_x10[4] == 1'b1)) ? ~clock_x10[4] : clock_x10[4];   
        clock_x10[5] <= (counter == 5'd5 || (counter == 5'd15 & clock_x10[5] == 1'b1)) ? ~clock_x10[5] : clock_x10[5];   
        clock_x10[6] <= (counter == 5'd3 || (counter == 5'd13 & clock_x10[6] == 1'b1)) ? ~clock_x10[6] : clock_x10[6];   
        clock_x10[7] <= (counter == 5'd1 || (counter == 5'd11 & clock_x10[7] == 1'b1)) ? ~clock_x10[7] : clock_x10[7];   
        clock_x10[8] <= (counter == 5'd19 || (counter == 5'd9 & clock_x10[8] == 1'b1)) ? ~clock_x10[8] : clock_x10[8];   
        clock_x10[9] <= (counter == 5'd17 || (counter == 5'd7 & clock_x10[9] == 1'b1)) ? ~clock_x10[9] : clock_x10[9];   
    end
end
endmodule
```
**flow/run.sh**
```bash
#!/bin/bash
# OpenROAD 26Q1-2900-gdf79404cd8, Yosys 0.63+post, stock flow scripts
make -C /OpenROAD-flow-scripts/flow DESIGN_CONFIG=/design/flow/config.mk WORK_HOME=/design/flow/orfs finish
```
==> reports/results.txt <==
Yosys Chip Area: 887 sq um
Static Leakage: 0.383 nW
Worst Slack Setup Final: 486 ps
Synth Flop Type: dfxtp_1
Post-CTS Hold Fix Bufs: 0
die width: 81 um
CP cell instances: clkdlybuf4s50_1
Antenna Cells: 0
max-slew violation count: 0
DR iter-0 viols: 99
reg2reg setup slack: 510 ps
R2R Path Start: counter[0]$_SDFF_PP1_
Worst Path Buf+Inv: 1
Slew HR: 55.8%
Clock Skew: 0.975 ps
HP Class: reg2reg
setup-violating endpoint count in the final report: 0
TritonRoute pass-1 iters: 4
met2 usage: 8.68%
total number of vias: 695
Registers, synthesis: 15
fp util: 24.4%
kind of critical path: reg2out
simple share: 24.4%
CP max FO: 4
vias in the first global route: 647
crit-path max cell delay: 500 ps
Sw Pwr: 0.188 mW
R2R Path End: clock_x10[1]$_SDFFE_PP0P_
hold depth: 1
GRT Total Usage: 5.25%
Yosys top cell by area: dfxtp_1
Longest Clk Path Bufs: 2
DIE HEIGHT: 81 um
Synth Warn #: 1
cell family with most CP delay: buffers and inverters
status: completed
Unique cell types: 32
dpl hpwl: 1.25 mm
dpl ws: 426 ps
Async S/R FF share, synth: 0%
Log Warnings: 28
pwr/cell area: 662 nW/um^2
PostCTS Resize Cnt: 0
CP max-delay cell: clkdlybuf4s50_1
part of the power in registers: 48.4%
vias per cell: 4.37
Main area contributors: dfxtp_1 (34%), mux2i_1 (6.8%), ha_1 (5.6%), a21oi_1 (5.1%), o32ai_1 (4.9%)
post-synthesis mux area share: 8.04%
CP Capture Type: primary output
Sink Count: 15
type of origin of the critical path: flip-flop
Adder-Cell Fraction of Synth Area: 5.64%
Synth top cells by count: dfxtp_1 (15), a21oi_1 (9), nor2_1 (8)
Post-CTS Setup Inserts: 0
first-pass GRT wire length: 2.88 mm
cell count after synthesis: 99
EDFF count, synth: 0
Routed Antenna Nets: 0
CTS buffer count: 3
RSZ-0062 raised after global routing: false
yosys aoi share: 16.9%
Synth top area share: 33.9%
# Cells Yosys: 99
comb area leader: simple AND/OR/NAND/NOR gates
Slew @ Worst Pin: 662 ps
Synth top cell by count: dfxtp_1
GR Util met1: 6.77%
Synth-to-Final Area Change: 21.7%
GR peak layer: met2
switch share: 26.4%
Final Hold Viols: 0
syn_area_per_cell: 8.96 sq um
Avg WL per Cell: 11.2 um
Max IR drop VDD: 0.204 mV
Synth Seq Share: 33.9%
arrival time worst endpoint: 1110 ps
Core Area: 3630 sq um
setup TNS: 0 ps
met3 usage: 1.34%
final worst-path cycle share: 75.7%
insertion delay at the late pin of the worst-skew pair: 240 ps
# rows: 22
Syn Std Cell Area: 887 sq um
PortBufs: 11
die footprint: 6560 sq um
layout cells sized above 1: 13.5%
P_int: 0.526 mW
clock group share of total power: 33.8%
largest net degree at the start of global routing: 17
CTS tree: done
gr ovfl total: 0
Reg2Reg Depth: 4
max_cap viols: 0
Worst Path Required: 1600 ps
combinational share of power: 17.8%
H-tree levels: 1
Hold EP: counter[0]$_SDFF_PP1_
post-route minimum period: 1510 ps
Routed WL: 1.78 mm
worst hold start: counter[0]$_SDFF_PP1_
XOR/XNOR Fraction of Synth Area: 2.96%
root buffer cell: clkbuf_8
Max Freq: 661 MHz
clock-pin slew on the worst setup and hold paths: 60 ps
initial antenna violation count: 0
Placer Congestion: 0.827
# DRC: 0
I/O pin count: 12
[cell type report]
type / count / area [sq um]
Timing Repair Buffer: 14 / 133
Fill cell: 389 / 2550
Multi-Input combinational cell: 71 / 514
Clock buffer: 3 / 41.3
Sequential cell: 15 / 300
Tap cell: 48 / 60.1
Inverter: 7 / 26.3
Clock inverter: 1 / 5.00
[per-layer routing]
layer	up-vias	wire, um
li1	369	-
met1	316	898
met2	8	740
met3	2	126
met4	0	14
met5	-	0
[registers in the layout, summed over array words and instances, names as in the netlist]
register / count
clock_x10: 10
counter: 5
[cells by family after synthesis]
family / after synthesis
AOI/OAI and AO/OA: 23
DFF: 15
buffers and inverters: 13
muxes: 7
xor gates and xnor gates: 3
adders and majority gates: 4
and+or+nand+nor: 34
[worst max-delay path by stage]
stage                             start           end  slack [ps]  depth (start not counted)
CTS           clock_x10[9]$_SDFFE_PP0P_  clock_x10[9]         460                          1
global route  clock_x10[9]$_SDFFE_PP0P_  clock_x10[9]         390                          1
finish        clock_x10[9]$_SDFFE_PP0P_  clock_x10[9]         490                          1
[stage by stage]
stage / hold slack, ps / instance area (sq um) / cells / util (%) / total power, mW
after floorplan: 413 / 887 / 99 / - / 0.437
after global placement: 425 / 1030 / 155 / 28.4 / 0.476
after detailed placement: 440 / 1030 / 155 / 28.4 / 0.479
after CTS: 455 / 1080 / 159 / 29.7 / 0.726
after global routing: 479 / 1080 / 159 / 29.7 / 0.752
final: 452 / 1080 / 159 / 29.7 / 0.715
[layout by cell type (no fill, tap or decap)]
cell and count:
a2111oi_2 1, a21boi_0 1, a21oi_1 9, and2b_4 1
and3_1 1, and4bb_1 1, buf_4 3, clkbuf_8 3
clkdlybuf4s50_1 11, clkinv_2 1, dfxtp_1 15, ha_1 4
inv_1 6, inv_2 1, mux2_2 1, mux2i_1 6
nand2_1 6, nand2b_1 5, nand3b_1 1, nor2_1 8
nor2b_1 3, nor3_1 2, nor3_2 1, nor3b_1 2
nor4_2 1, nor4b_4 1, o21ai_0 5, o21ai_1 1
o2bb2ai_1 1, o32ai_1 5, or2_2 1, xnor2_1 3
[power groups by stage]
stage         Clock, mW  Combinational [mW]  Sequential, mW
CTS               0.251               0.129           0.345
global route      0.260               0.144           0.349
finish            0.242               0.127           0.346
Power and IR drop assume default switching activity.
