[flow/config.mk]
export PLATFORM = sky130hd
export DESIGN_NAME = ad_fifo
export DESIGN_NICKNAME = ad_fifo
export VERILOG_FILES = /design/flow/design.v
export SDC_FILE = /design/flow/constraint.sdc
export NUM_CORES = 4
export LEC_CHECK = 1
export CORE_UTILIZATION = 40
[flow/constraint.sdc]
current_design ad_fifo

set clk_period 2.4
set clk_io_pct 0.2

create_clock -name clk0 -period $clk_period [get_ports {Clock}]

set non_clock_inputs [all_inputs -no_clocks]
set_input_delay [expr $clk_period * $clk_io_pct] -clock clk0 $non_clock_inputs
set_output_delay [expr $clk_period * $clk_io_pct] -clock clk0 [all_outputs]
[flow/design.v]
module ad_fifo #(parameter N = 41)  
(
    input CRD, Add, Drop, Clock, Reset,
    output Underflow, Overflow, Data
);
wire [N:0] crd, add, drop, ptr, ptl;
wire clk, reset, cell_output;
wire [N-1:0] has_token_rst, token_out;
assign crd[0] = CRD;
assign add[0] = Add;
assign drop[0] = Drop;
assign clk = Clock;
assign reset = Reset;
assign Underflow = ptl[0];
assign Overflow = ptr[N];
assign Data = cell_output;
assign has_token_rst = {{(N/2){1'b0}}, 1'b1, {(N/2){1'b0}}};
genvar i;
generate
    for (i=0; i<N; i=i+1) begin : cell_instance
        ad_fifo_cell cell_inst (
            .crd_left(crd[i]),
            .add_left(add[i]),
            .drop_left(drop[i]),
            .ptr_left(ptr[i]),
            .ptl_right(ptl[i+1]),
            .clk(clk),
            .reset(reset),
            .crd_right(crd[i+1]),
            .add_right(add[i+1]),
            .drop_right(drop[i+1]),
            .ptr_right(ptr[i+1]),
            .ptl_left(ptl[i]),
            .cell_output(cell_output),
            .has_token_rst(has_token_rst[i]),
            .token_out(token_out[i])
        );
    end
endgenerate
endmodule
module ad_fifo_cell
(
    input crd_left, add_left, drop_left, ptr_left, ptl_right, clk, reset,
    output crd_right, add_right, drop_right, ptr_right, ptl_left, token_out,
    output reg cell_output,
    input has_token_rst
);
wire token;
reg crd_d, crd_q;
assign crd_d = crd_left;
assign crd_right = crd_q;
assign token_out = token;
token_control TC(
    .clk(clk),
    .reset(reset),
    .add_left(add_left),
    .drop_left(drop_left),
    .ptr_left(ptr_left),
    .ptl_right(ptl_right),
    .add_right(add_right),
    .drop_right(drop_right),
    .ptr_right(ptr_right),
    .ptl_left(ptl_left),
    .token(token),
    .has_token_rst(has_token_rst)
);
always @* begin
    if (token == 1'b1) begin         
        if (ptr_right == 1'b0) begin
            cell_output = crd_q;     
        end else begin
            cell_output = !crd_q;    
        end
    end else begin                   
        cell_output = 1'bz;
    end
end
always @(posedge clk) begin
    if (reset) begin
        crd_q <= 0;
    end else begin
        crd_q <= crd_d;
    end
end
endmodule
module token_control
(
    input clk, reset, add_left, drop_left, ptr_left, ptl_right,
    output reg add_right, drop_right, ptr_right, ptl_left, token,
    input has_token_rst
);
reg add_d, add_q;
reg drop_d, drop_q;
reg ptr_d, ptr_q;
reg ptl_d, ptl_q;
reg has_token_d, has_token_q;
assign add_d = add_left;
assign add_right = add_q;
assign drop_d = drop_left;
assign drop_right = drop_q;
assign ptr_right = ptr_q;
assign token = has_token_q | ptr_q;
always @* begin
    if ((has_token_q | ptl_right) & add_left) begin
        ptr_d = 1'b1;
    end else begin
        ptr_d = 1'b0;
    end
end
always @* begin
    if (has_token_q & drop_left) begin
        ptl_left = 1'b1;
    end else begin
        ptl_left = 1'b0;
    end
end
always @* begin
    if ((has_token_q & !add_left & !drop_left) | (ptl_right & !add_d) | ptr_left) begin
        has_token_d = 1'b1;
    end else begin
        has_token_d = 1'b0;
    end
end
always @(posedge clk) begin
    if (reset) begin
        add_q <= 0;
        drop_q <= 0;
        ptr_q <= 0;
        has_token_q <= has_token_rst;
    end else begin
        add_q <= add_d;
        drop_q <= drop_d;
        ptr_q <= ptr_d;
        has_token_q <= has_token_d;
    end
end
endmodule
[flow/run.sh]
#!/bin/bash
# OpenROAD 26Q1-2900-gdf79404cd8, Yosys 0.63+post, stock flow scripts
make -C /OpenROAD-flow-scripts/flow DESIGN_CONFIG=/design/flow/config.mk WORK_HOME=/design/flow/orfs finish
==> flow_summary.yaml <==
# physical design summary
yosys:
  adder_share_pct: 0
  synth_stat.cells: 519
  yosys.area_share.simple_pct: 22.74
  netlist_instances: 519
  muxShareOfSynthArea_pct: 0
  ys_types: 18
  ys_sh_xor_pct: 0.1596
  ys.flops: 172
  synth_seq_share_pct: 62.76
  ys_area_sq_mm: 0.005487
  synth.logic.top_family: "simple AND/OR/NAND/NOR gates"
  synth_area_sq_mm: 0.005487
  avgSynthCellArea_sq_um: 10.57
  yosys.area_share.aoi_pct: 12.54
  yosys_warnings: 13
floorplan:
  core_sq_mm: 0.01330
  ioPinCount: 8
  die_h_um: 119.1
  rows: 42
  die_w_um: 119.1
  chip_area_sq_mm: 0.01419
  fp-utilization_pct: 41.27
grt:
  groute.usage.overall_pct: 12.24
  antenna_found_initial: 0
  grt_pass1_wl_um: 13880
  grt_pass1_vias: 3097
  overflow: 0
  grt_max_degree: 46
final_timing:
  rsz0062_at_grt: "no"
  slew_headroom_pct: 79.03
  setup_viol: 0
  layout_setup_ws_ps: 408.7
  finalCritPeriodShare_pct: 82.97
  tightest_slew_ps: 314.6
  slew_viol_final: 0
  fin_skew_ps: 4.446
  setup-tns-final_ps: 0
  hold_violations: 0
  fmax_ghz: 0.5022
  period_minus_slack_ps: 1991
critical_path:
  cp-end-kind: "primary output"
  path_class: "input port to primary output"
  cp-start-kind: "input port"
  cp_max_fo: 2
  crit_required_ps: 1920
  arrival_ps: 1510
placement:
  routabilityCongestion: 0.7489
  dp_hpwl_um: 4576
  port_buffers: 7
  post_dp_cell_area_sq_mm: 0.005725
  preCtsSetupSlack_ps: 399.1
finish:
  layout_top_cells: "172 x dfxtp_1, 120 x nor2b_1, 78 x a21oi_1"
  fin_area_sq_mm: 0.006294
  fillerInstances: 1178
  drive_above_1_share_pct: 7.875
  layout_top_cell: "dfxtp_1"
  area_growth_pct: 14.71
  fin_util_pct: 47.34
clock_tree:
  cts_resized: 0
  clk_path_buf_depth: 2
  cts_setup_buffers: 0
  clkSlewWorstSetupHoldPaths_ps: 60
  tritoncts: "done"
  cts_htree_levels: 4
  cts_hold_buf: 0
  insertion_delay_ps: 410
  cts.sinks: 172
  numCtsBuffers: 17
  cts_root_buffer: "clkbuf_16"
drt:
  antenna_cells: 0
  ant_nets: 0
  firstDrtPassIters: 4
  drt_iter0_drc: 131
  num_vias: 3222
  wl_per_cell_um: 10.85
  finalWirelength_um: 7831
  vias_per_cell: 4.463
  drc: 0
flow_run:
  warnings: 25
  max_cap_violations: 0
power:
  power_w: 0.005543
  leakagePower_nw: 2.213
  ir_drop_mv: 0.4778
  powerDensity_mw_per_mm2: 880.8
min_path:
  hp-class: "flop to flop"
status:
  status: "finished, final reports clean"
-- registers in the layout (all words and copies together) (netlist names) --
name and flops:
cell_instance.cell_inst.TC.add_q 40, cell_instance.cell_inst.TC.drop_q 40, cell_instance.cell_inst.TC.has_token_q 41, cell_instance.cell_inst.TC.ptr_q 41
cell_instance.cell_inst.crd_q 10
-- cell type report --
cell class                      count  area [sq um]  share of cell area (%)
Clock buffer                       23         478.0                   7.594
Tap cell                          176         220.2                   3.499
Timing Repair Buffer               11         110.1                   1.750
Multi-Input combinational cell    331          1944                   30.89
Sequential cell                   172          3443                   54.71
Inverter                            2         7.507                  0.1193
Clock inverter                      7         90.09                   1.431
-- worst max-delay path, stage by stage --
cell and delay (ps):
clkdlybuf4s50_1 460, and2_1 120, clkdlybuf4s50_1 460
-- power by group --
part           switching (W)  leakage (nW)  internal, W
Combinational      0.0000453         0.551    0.0000233
Clock                0.00101         0.275      0.00160
Sequential        0.00000475          1.39      0.00287
-- routing by layer --
| layer | vias to the layer above | routed length, um | global-route usage (%) | share of wire [%] |
|---|---|---|---|---|
| li1 | 1720 | - | - | - |
| met1 | 1478 | 4199 | 19.12 | 54 |
| met2 | 19 | 3311 | 18.13 | 42 |
| met3 | 5 | 238 | 3.229 | 3.0 |
| met4 | 0 | 82 | 1.820 | 1.0 |
| met5 | - | 0 | 0 | 0 |
-- cell families (layout without fill, tap and decap cells) --
| family | after synthesis | after routing |
|---|---|---|
| flops | 172 | 172 |
| xor+xnor | 1 | 1 |
| simple gates | 212 | 212 |
| compound gates | 118 | 118 |
| buf+inv | 16 | 43 |
-- through the flow --
| stage | hold WS, ps | instances |
|---|---|---|
| CTS | 415.7 | 722 |
| global placement | 400.8 | 692 |
| finish | 414.4 | 722 |
| floorplan | 393.3 | 519 |
| global route | 440.9 | 722 |
| detailed placement | 401.9 | 692 |
-- cells in the mapped netlist --
library cell | count | share of area, %
a22oi_1 | 1 | 0.14
nand2_1 | 38 | 2.6
inv_1 | 1 | 0.068
o21a_1 | 38 | 5.2
nor2b_2 | 10 | 1.6
nand2b_1 | 38 | 4.3
inv_2 | 1 | 0.068
buf_6 | 3 | 0.62
xor2_1 | 1 | 0.16
nor2_1 | 4 | 0.27
a21oi_1 | 78 | 7.1
and2_1 | 1 | 0.11
dfxtp_1 | 172 | 63
nor3b_1 | 1 | 0.14
nor2b_1 | 120 | 14
o21ai_0 | 1 | 0.091
buf_4 | 1 | 0.14
buf_2 | 10 | 0.91
-- worst paths after layout --
check,startpoint,end,slack (ps),cells after the start
max,Drop,Underflow,410,3
max reg2reg,cell_instance[9].cell_inst.TC.drop_q,cell_instance[10].cell_inst.TC.has_token_q,1540,3
min reg2reg,cell_instance[19].cell_inst.TC.ptr_q,cell_instance[20].cell_inst.TC.has_token_q,410,2
min,cell_instance[19].cell_inst.TC.ptr_q,cell_instance[20].cell_inst.TC.has_token_q,410,2
Power and IR drop assume default switching activity.
